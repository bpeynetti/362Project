==> flow/design.v <==
module fa(a, b, cin, sum, cout);
    input a, b, cin;
    output sum, cout;
    assign sum = a ^ b ^ cin;
    assign cout = (a&b)^(cin&(a^b));
endmodule  
module fa_nbit(A, B, cin, Sum, cout, of);
    parameter WIDTH=32;
    input [0:(WIDTH-1)] A, B;
    input cin;
    output [0:(WIDTH-1)] Sum;
    output cout;
    output of;
    wire [0:(WIDTH)] carry;
    genvar i;
    generate
        for (i=0; i<WIDTH; i=i+1) begin: FA_NBIT
            fa FA (
                .a(A[i]),
                .b(B[i]),
                .cin(carry[i+1]),
                .sum(Sum[i]),
                .cout(carry[i]));
        end
    endgenerate
    assign cout = carry[0];
    assign carry[WIDTH] = cin;
    assign of = carry[0] ^ carry[1];
endmodule
module alu(A, B, ctrl, ALUout, zero,of);
    input [0:31] A, B;
    input [0:3] ctrl;
    output [0:31] ALUout;
    output zero;
    output of;
    wire [0:31] and_out, or_out, xor_out;
    wire [0:31] b_not, add_sub_in, add_sub_out;
    wire [0:31] shift_out;
    wire seq_1bit, sne_1bit, sle_1bit, sgt_1bit, sge_1bit, slt_1bit;
    wire [0:31] seq_out, sne_out, sle_out, sgt_out, sge_out, slt_out;
    wire [0:4] shift_amount;
    wire add_sub_cout;
    wire add_of;
    assign of = add_of;
    and_32 AND_32(A, B, and_out);
    or_32 OR_32(A, B, or_out);
    xor_32 XOR_32(A, B, xor_out);
    not_32 NEGATE_B(B, b_not);
    mux2to1_32bit ADD_OR_SUB(B, b_not, ctrl[3], add_sub_in);
    fa_nbit FULL_ADDER(A, add_sub_in, ctrl[3], add_sub_out, add_sub_cout,add_of);
    assign shift_amount = {B[27:31]};
    shift SHIFTER(A, shift_amount, ctrl[1], ctrl[2], shift_out);
    setter SET_FLAGS(A, B, seq_1bit, sne_1bit, sle_1bit, slt_1bit, sge_1bit, sgt_1bit);
    assign zero = seq_1bit;
    extend_1to32 EXTEND_SEQ(seq_1bit, 1'b0, seq_out);
    extend_1to32 EXTEND_SNE(sne_1bit, 1'b0, sne_out);
    extend_1to32 EXTEND_SLE(sle_1bit, 1'b0, sle_out);
    extend_1to32 EXTEND_SLT(slt_1bit, 1'b0, slt_out);
    extend_1to32 EXTEND_SGE(sge_1bit, 1'b0, sge_out);
    extend_1to32 EXTEND_SGT(sgt_1bit, 1'b0, sgt_out);
    mux16to1_32bit FINAL_MUX
                (
                add_sub_out,  
                add_sub_out,  
                slt_out,  
                sle_out,  
                sgt_out,  
                sge_out,  
                and_out, 
                shift_out,  
                and_out, 
                shift_out,  
                shift_out,  
                seq_out, 
                sne_out,  
                and_out,  
                or_out, 
                xor_out,  
                ctrl,
                ALUout
                );
endmodule
module and_1(x, y, z);
    input x, y;
    output z;
    assign z = x & y;
endmodule  
module and_32(X, Y, Z);
    parameter WIDTH = 32;
    input [0:(WIDTH-1)] X, Y;
    output [0:(WIDTH-1)] Z;
    genvar i;
    generate
        for (i=0;i<WIDTH;i=i+1) begin: AND_32BIT
            and_1 AND_1 (
                .x(X[i]),
                .y(Y[i]),
                .z(Z[i]));
        end
    endgenerate
endmodule
module extend_1to32(x, sign, Z);
    input x, sign;
    output [0:31] Z;
    wire bit_to_extend;
    mux_1 SELECT_EXTEND(1'b0, x, sign, bit_to_extend);
    assign Z = {bit_to_extend,bit_to_extend,bit_to_extend,bit_to_extend,bit_to_extend,bit_to_extend,bit_to_extend,bit_to_extend,bit_to_extend,bit_to_extend,bit_to_extend,bit_to_extend,bit_to_extend,bit_to_extend,bit_to_extend,bit_to_extend,bit_to_extend,bit_to_extend,bit_to_extend,bit_to_extend,bit_to_extend,bit_to_extend,bit_to_extend,bit_to_extend,bit_to_extend,bit_to_extend,bit_to_extend,bit_to_extend,bit_to_extend,bit_to_extend,bit_to_extend,x};
endmodule
module mux_1(x,y,sel,z);
    input x,y,sel;
    output z;
    assign z = x&(~sel) | y&sel;
endmodule
module mux2to1_5bit(X,Y,sel,Z);
    parameter WIDTH=5;
    input [0:(WIDTH-1)] X, Y;
    input sel;
    output [0:(WIDTH-1)] Z;
    genvar i;
    generate
        for (i=0; i<WIDTH; i=i+1) begin: MUX2TO1_32BIT
            mux_1 MUX (
                .x(X[i]),
                .y(Y[i]),
                .sel(sel),
                .z(Z[i]));
        end
    endgenerate
endmodule
module mux2to1_32bit(X,Y,sel,Z);
    parameter WIDTH=32;
    input [0:(WIDTH-1)] X, Y;
    input sel;
    output [0:(WIDTH-1)] Z;
    genvar i;
    generate
        for (i=0; i<WIDTH; i=i+1) begin: MUX2TO1_32BIT
            mux_1 MUX (
                .x(X[i]),
                .y(Y[i]),
                .sel(sel),
                .z(Z[i]));
        end
    endgenerate
endmodule
module mux4to1_32bit(in0,in1,in2,in3,sel,Z);
    parameter WIDTH=32;
    parameter SEL=2;
    input [0:(WIDTH-1)] in0,in1,in2,in3;
    input [0:(SEL-1)] sel;
    output [0:(WIDTH-1)] Z;
    wire [0:(WIDTH-1)] bus1;
    wire [0:(WIDTH-1)] bus2;
    mux2to1_32bit MUX_BUS1 (
        .X(in0),
        .Y(in1),
        .sel(sel[1]),
        .Z(bus1)
    );
    mux2to1_32bit MUX_BUS2 (
        .X(in2),
        .Y(in3),
        .sel(sel[1]),
        .Z(bus2)
    );
    mux2to1_32bit MUX_OUT (
        .X(bus1),
        .Y(bus2),
        .sel(sel[0]),
        .Z(Z)
    );
endmodule
module mux8to1_32bit(in0,in1,in2,in3,in4,in5,in6,in7,sel,Z);
    parameter WIDTH=32;
    parameter SEL=3;
    input [0:(WIDTH-1)] in0,in1,in2,in3,in4,in5,in6,in7;
    input [0:(SEL-1)] sel;
    output [0:(WIDTH-1)] Z;
    wire [0:(WIDTH-1)] bus1;
    wire [0:(WIDTH-1)] bus2;
    mux4to1_32bit MUX_BUS1 (
        .in0(in0),
        .in1(in1),
        .in2(in2),
        .in3(in3),
        .sel(sel[1:2]),
        .Z(bus1)
    );
    mux4to1_32bit MUX_BUS2 (
        .in0(in4),
        .in1(in5),
        .in2(in6),
        .in3(in7),
        .sel(sel[1:2]),
        .Z(bus2)
    );
    mux2to1_32bit MUX_OUT (
        .X(bus1),
        .Y(bus2),
        .sel(sel[0]),
        .Z(Z)
    );
endmodule
module mux16to1_32bit(in0,in1,in2,in3,in4,in5,in6,in7,in8,in9,in10,in11,in12,in13,in14,in15,sel,Z);
    parameter WIDTH=32;
    parameter SEL=4;
    input [0:(WIDTH-1)] in0,in1,in2,in3,in4,in5,in6,in7,in8,in9,in10,in11,in12,in13,in14,in15;
    input [0:(SEL-1)] sel;
    output [0:(WIDTH-1)] Z;
    wire [0:(WIDTH-1)] bus1;
    wire [0:(WIDTH-1)] bus2;
    mux8to1_32bit MUX_BUS1 (
        .in0(in0),
        .in1(in1),
        .in2(in2),
        .in3(in3),
        .in4(in4),
        .in5(in5),
        .in6(in6),
        .in7(in7),
        .sel(sel[1:3]),
        .Z(bus1)
    );
    mux8to1_32bit MUX_BUS2 (
        .in0(in8),
        .in1(in9),
        .in2(in10),
        .in3(in11),
        .in4(in12),
        .in5(in13),
        .in6(in14),
        .in7(in15),
        .sel(sel[1:3]),
        .Z(bus2)
    );
    mux2to1_32bit MUX_OUT (
        .X(bus1),
        .Y(bus2),
        .sel(sel[0]),
        .Z(Z)
    );
endmodule
module mux32to1_32bit(in0,in1,in2,in3,in4,in5,in6,in7,in8,
                    in9,in10,in11,in12,in13,in14,in15,
                    in16,in17,in18,in19,in20,in21,in22,in23,in24,
                    in25,in26,in27,in28,in29,in30,in31,
                    sel,Z);
    parameter WIDTH=32;
    parameter SEL=5;
    input [0:(WIDTH-1)] in0,in1,in2,in3,in4,in5,in6,in7,in8,in9,in10,in11,in12,in13,in14,in15,in16,in17,in18,in19,in20,in21,in22,in23,in24,in25,in26,in27,in28,in29,in30,in31;
    input [0:(SEL-1)] sel;
    output [0:(WIDTH-1)] Z;
    wire [0:(WIDTH-1)] bus1;
    wire [0:(WIDTH-1)] bus2;
    mux16to1_32bit MUX_BUS1 (
        .in0(in0),
        .in1(in1),
        .in2(in2),
        .in3(in3),
        .in4(in4),
        .in5(in5),
        .in6(in6),
        .in7(in7),
        .in8(in8),
        .in9(in9),
        .in10(in10),
        .in11(in11),
        .in12(in12),
        .in13(in13),
        .in14(in14),
        .in15(in15),
        .sel(sel[1:4]),
        .Z(bus1)
    );
    mux16to1_32bit MUX_BUS2 (
        .in0(in16),
        .in1(in17),
        .in2(in18),
        .in3(in19),
        .in4(in20),
        .in5(in21),
        .in6(in22),
        .in7(in23),
        .in8(in24),
        .in9(in25),
        .in10(in26),
        .in11(in27),
        .in12(in28),
        .in13(in29),
        .in14(in30),
        .in15(in31),
        .sel(sel[1:4]),
        .Z(bus2)
    );
    mux2to1_32bit MUX_OUT (
        .X(bus1),
        .Y(bus2),
        .sel(sel[0]),
        .Z(Z)
    );
endmodule
module not_1(x, z);
    input x;
    output z;
    assign z = ~x;
endmodule  
module not_32(X, Z);
    parameter WIDTH = 32;
    input [0:(WIDTH-1)] X;
    output [0:(WIDTH-1)] Z;
    genvar i;
    generate
        for (i=0;i<WIDTH;i=i+1) begin: NOT_32BIT
            not_1 NOT_1 (
                .x(X[i]),
                .z(Z[i]));
        end
    endgenerate
endmodule
module or_1(x, y, z);
    input x, y;
    output z;
    assign z = x | y;
endmodule  
module or_32(X, Y, Z);
    parameter WIDTH = 32;
    input [0:(WIDTH-1)] X, Y;
    output [0:(WIDTH-1)] Z;
    genvar i;
    generate
        for (i=0;i<WIDTH;i=i+1) begin: OR_32BIT
            or_1 OR_1 (
                .x(X[i]),
                .y(Y[i]),
                .z(Z[i]));
        end
    endgenerate
endmodule
module setter(A, B, seq, sne, sle, slt, sge, sgt);
    input [0:31] A, B;
    output seq, sne, sle, slt, sge, sgt;
    wire [0:31] b_not;
    wire [0:31] difference;
    wire sub_cout;
    wire seq_temp, slt_temp, sge_temp, sle_temp;
    wire sub_of;
    not_32 NEGATE_B(B, b_not);
    fa_nbit FULL_ADDER(A, b_not, 1'b1, difference, sub_cout, sub_of);
    zero CHECK_EQ(difference, seq_temp);
    assign slt_temp = difference[0] ^ sub_of;
    assign sge_temp = ~slt_temp;
    assign sle_temp = seq_temp | slt_temp;
    assign sgt = ~sle_temp;
    assign sne = ~seq_temp;
    assign seq = seq_temp;
    assign slt = slt_temp;
    assign sge = sge_temp;
    assign sle = sle_temp;
endmodule
module shift(X, shamt, arith, right, Z);
    input [0:31] X;
    input [0:4] shamt; 
    input arith, right;
    output [0:31] Z;
    wire [0:31] lmask0, lmask1, lmask2, lmask3, lmask4;
    wire [0:31] ltemp0, ltemp1, ltemp2, ltemp3, ltemp4;
    wire [0:31] rmask0, rmask1, rmask2, rmask3, rmask4;
    wire [0:31] rtemp0, rtemp1, rtemp2, rtemp3, rtemp4;
    wire extend;
    wire [0:15] extend16;
    assign lmask0 = {X[16:31], 16'h0000};
    mux2to1_32bit SHIFTLEFT16(X, lmask0, shamt[0], ltemp0);
    assign lmask1 = {ltemp0[8:31], 8'h00};
    mux2to1_32bit SHIFTLEFT8(ltemp0, lmask1, shamt[1], ltemp1);
    assign lmask2 = {ltemp1[4:31], 4'h0};
    mux2to1_32bit SHIFTLEFT4(ltemp1, lmask2, shamt[2], ltemp2);
    assign lmask3 = {ltemp2[2:31], 2'b00};
    mux2to1_32bit SHIFTLEFT2(ltemp2, lmask3, shamt[3], ltemp3);
    assign lmask4 = {ltemp3[1:31], 1'b0};
    mux2to1_32bit SHIFTLEFT1(ltemp3, lmask4, shamt[4], ltemp4);
    assign rmask0 = {extend16, X[0:15]};
    mux2to1_32bit SHIFTRIGHT16(X, rmask0, shamt[0], rtemp0);
    assign rmask1 = {extend16[0:7], rtemp0[0:23]};
    mux2to1_32bit SHIFTRIGHT8(rtemp0, rmask1, shamt[1], rtemp1);
    assign rmask2 = {extend16[0:3], rtemp1[0:27]};
    mux2to1_32bit SHIFTRIGHT4(rtemp1, rmask2, shamt[2], rtemp2);
    assign rmask3 = {extend16[0:1], rtemp2[0:29]};
    mux2to1_32bit SHIFTRIGHT2(rtemp2, rmask3, shamt[3], rtemp3);
    assign rmask4 = {extend, rtemp3[0:30]};
    mux2to1_32bit SHIFTRIGHT1(rtemp3, rmask4, shamt[4], rtemp4);
    assign extend = X[0] & arith;
    assign extend16 = {extend, extend, extend, extend, extend, extend, extend, extend, extend, extend, extend, extend, extend, extend, extend, extend};
    mux2to1_32bit LEFTORRIGHT(ltemp4, rtemp4, right, Z);
endmodule
module xor_1(x, y, z);
    input x, y;
    output z;
    assign z = x ^ y;
endmodule  
module xor_32(X, Y, Z);
    parameter WIDTH = 32;
    input [0:(WIDTH-1)] X, Y;
    output [0:(WIDTH-1)] Z;
    genvar i;
    generate
        for (i=0;i<WIDTH;i=i+1) begin: XOR_32BIT
            xor_1 XOR_1 (
                .x(X[i]),
                .y(Y[i]),
                .z(Z[i]));
        end
    endgenerate
endmodule
module zero(X,z);
    parameter WIDTH=32;
    input [0:(WIDTH-1)] X;
    output z;
    wire [0:WIDTH] cascade;
    assign cascade[0] = X[0] & (~X[0]);
    genvar i;
    generate
        for(i=0; i<WIDTH; i=i+1) begin: CASCADE_ZERO
            or_1 OR_1 (
                .x(X[i]),
                .y(cascade[i]),
                .z(cascade[i+1]));
        end
    endgenerate
    assign z = ~cascade[WIDTH];
endmodule
==> flow/run.sh <==
#!/bin/bash
# OpenROAD 26Q1-2900-gdf79404cd8, Yosys 0.63+post, stock flow scripts
make -C /OpenROAD-flow-scripts/flow DESIGN_CONFIG=/design/flow/config.mk WORK_HOME=/design/flow/orfs finish
==> flow/config.mk <==
export PLATFORM = sky130hd
export DESIGN_NAME = alu
export DESIGN_NICKNAME = alu
export VERILOG_FILES = /design/flow/design.v
export SDC_FILE = /design/flow/constraint.sdc
export NUM_CORES = 4
export LEC_CHECK = 1
export CORE_UTILIZATION = 40
==> flow/constraint.sdc <==
current_design alu

set clk_period 37.9
set clk_io_pct 0.2

create_clock -name clk0 -period $clk_period

set non_clock_inputs [all_inputs -no_clocks]
set_input_delay [expr $clk_period * $clk_io_pct] -clock clk0 $non_clock_inputs
set_output_delay [expr $clk_period * $clk_io_pct] -clock clk0 [all_outputs]
==> notes.md <==
run results: status=finished clean, f_max=32.75 MHz, Rows=around 54, RSZ-0062 raised after global routing=no, tool warning count=66, final tally of hold violations=0, Detailed Routing Iterations Pass 1=26, highest-delay cell along the critical path=clkdlybuf4s50_1, hold slack=16.06 ns, yosys stat area=9074 µm², yosys warns=0, Yosys Instances=1162, post-synthesis sequential area ratio=0%, Overall Global Routing Usage=approximately 34%, Clk pwr share=0%, layout cells sized above 1=11.11%, Top cell area share=13.68%, cts repair resizes=0, most instantiated logic cell after routing=clkdlybuf4s50_1, Syn Area/Cell=7.809 µm², CP startpoint kind=input pin, VDD IR max=0.00001229 V, setup tns final=0 ns, switching part of the total=57.44%, Lkg Pwr=3.953 nW, Worst Hold Depth=4, Mapped Cells=1162, power share of the combinational group=roughly 100%, CP most frequent cell=fa_1, Psw=0.08768 mW, post-CTS setup buffers=0, critical-path maximum fanout=12, largest net degree at the start of global routing=63, clkbuf count=0, chip width=152.6 µm, Period Utilization, post-route=roughly four fifths, Vias per Instance=6.724, FFs & Latches=0, Routability Congestion=1.009, Worst Hold End=ALUout[6], vias in the first global route=9040, Area contributors post-synth=fa_1 (14%), mux4_2 (11%), ha_1 (9.1%), Top cells excl fill/tap=clkdlybuf4s50_1 (94), nand2_1 (91), a21oi_1 (91), IO buf count=just over 100, cts hold-fix bufs=0, Slowest Stage Delay on Critical Path=0.81 ns, sequential share of power=0%, CP arrival=22.96 ns, cell internal pwr=between 0.06 and 0.07 mW, WL/cell=26.44 µm, endpoints failing setup=0, Post-Syn Area=around 9100 µm², FF/Latch Area=0 µm², Cell Pwr Density=between 15 and 20 nW/µm², ANT nets after route=0, min Tclk post-route=30.54 ns, core area=22030 µm², Routed Wire Length=38130 µm, HP Start=ctrl[2], Ports=102, Synth cell types=82, max-slew violation count=0, Pre-Place Util=approximately two fifths, WS Path Type=in2out, Hold/Removal Path Class=in2out, hpwl dp=28760 µm, drt drc=0, initial antenna violation count=1, DR vias=9696, cell type with the largest total area=fa_1, initial DRC count=963, Area growth, synth to finish=9.832%, die height=152.6 µm, grt total ovfl=0, Max-Cap Viols=0, Worst-Margin Slew=0.9840 ns, slew margin rel.=between 30 and 40%, Req. time, crit path=roughly 30 ns, first-pass GRT wire length=57640 µm, die area=23290 µm², nature of the critical path endpoint=output port
==> synth_stat cells (12+ instances only) <==
cell,number
o22ai_1,12
clkbuf_1,56
ha_1,66
a221oi_1,21
mux2i_1,32
nor3_1,29
o21ai_0,55
a221o_1,16
buf_2,27
buf_1,16
nor2_1,85
a31oi_1,13
mux2_2,31
o211ai_1,23
or3_1,13
nand3_1,35
a211oi_1,14
nand4_1,13
buf_4,33
inv_1,71
mux4_2,43
xor2_1,31
a21oi_1,91
fa_1,62
nand2_1,91
==> power by group through the flow <==
stage | Combinational (mW) | Clock [mW] | Sequential [mW]
CTS | 0.150 | 0 | 0
global route | 0.166 | 0 | 0
finish | 0.153 | 0.00000000354 | 0
==> layout make-up <==
cell class	instances	area (µm²)
fillers	2203	12060
multi-input cells	951	8094
repair buffers	136	1241
well taps	280	350.3
inverters	74	277.8
diodes	1	2.502
==> worst max-delay path by stage <==
stage / slack, ns / cells after the start / endpoint / from
global route: 6.86 / 42 / ALUout[31] / A[31]
finish: 7.36 / 42 / ALUout[31] / A[31]
CTS: 7.44 / 42 / ALUout[31] / A[31]
==> cells by family after synthesis <==
kind of cell             Yosys count  share of synthesized area [%]
buffers and inverters            211                          10.88
adder cells (fa/ha/maj)          129                          22.89
XOR/XNOR                          34                          3.282
AND-OR/OR-AND                    370                          28.60
multiplexers                     110                          18.59
AND/OR/NAND/NOR                  308                          15.76
==> worst max-delay path: cells and delay by family <==
kind	cells	cell delay, ns
buffers and inverters	4	1.50
and+or+nand+nor	3	0.63
AOI/OAI and AO/OA	3	0.66
adders and majority gates	32	12.57
==> routing by layer <==
metal / track usage (%) / up-vias / wire length, µm
li1: - / 4334 / -
met1: 47.88 / 4705 / 15690
met2: 50.74 / 569 / 16950
met3: 8.780 / 88 / 3769
met4: 12.65 / 0 / 1728
met5: 0 / - / 0
==> stage by stage <==
| step | power, mW | instances | area (µm²) | setup WS [ns] | util [%] |
|---|---|---|---|---|---|
| after floorplan | 0.09719 | 1162 | 9074 | 8.688 | - |
| after global placement | 0.1493 | 1441 | 9963 | 7.640 | 45.23 |
| after detailed placement | 0.1491 | 1441 | 9963 | 7.434 | 45.23 |
| after CTS | 0.1502 | 1441 | 9963 | 7.440 | 45.23 |
| after global routing | 0.1658 | 1441 | 9963 | 6.862 | 45.23 |
| final | 0.1527 | 1442 | 9966 | 7.363 | 45.25 |
Power figures rest on the tool's default switching activity, not on a simulated workload.
