<file path="/design/flow/design.v">
module mux_1(x,y,sel,z);
    input x,y,sel;
    output z;
    assign z = x&(~sel) | y&sel;
endmodule
module mux2to1_5bit(X,Y,sel,Z);
    parameter WIDTH=5;
    input [0:(WIDTH-1)] X, Y;
    input sel;
    output [0:(WIDTH-1)] Z;
    genvar i;
    generate
        for (i=0; i<WIDTH; i=i+1) begin: MUX2TO1_32BIT
            mux_1 MUX (
                .x(X[i]),
                .y(Y[i]),
                .sel(sel),
                .z(Z[i]));
        end
    endgenerate
endmodule
module mux2to1_32bit(X,Y,sel,Z);
    parameter WIDTH=32;
    input [0:(WIDTH-1)] X, Y;
    input sel;
    output [0:(WIDTH-1)] Z;
    genvar i;
    generate
        for (i=0; i<WIDTH; i=i+1) begin: MUX2TO1_32BIT
            mux_1 MUX (
                .x(X[i]),
                .y(Y[i]),
                .sel(sel),
                .z(Z[i]));
        end
    endgenerate
endmodule
module mux4to1_32bit(in0,in1,in2,in3,sel,Z);
    parameter WIDTH=32;
    parameter SEL=2;
    input [0:(WIDTH-1)] in0,in1,in2,in3;
    input [0:(SEL-1)] sel;
    output [0:(WIDTH-1)] Z;
    wire [0:(WIDTH-1)] bus1;
    wire [0:(WIDTH-1)] bus2;
    mux2to1_32bit MUX_BUS1 (
        .X(in0),
        .Y(in1),
        .sel(sel[1]),
        .Z(bus1)
    );
    mux2to1_32bit MUX_BUS2 (
        .X(in2),
        .Y(in3),
        .sel(sel[1]),
        .Z(bus2)
    );
    mux2to1_32bit MUX_OUT (
        .X(bus1),
        .Y(bus2),
        .sel(sel[0]),
        .Z(Z)
    );
endmodule
module mux8to1_32bit(in0,in1,in2,in3,in4,in5,in6,in7,sel,Z);
    parameter WIDTH=32;
    parameter SEL=3;
    input [0:(WIDTH-1)] in0,in1,in2,in3,in4,in5,in6,in7;
    input [0:(SEL-1)] sel;
    output [0:(WIDTH-1)] Z;
    wire [0:(WIDTH-1)] bus1;
    wire [0:(WIDTH-1)] bus2;
    mux4to1_32bit MUX_BUS1 (
        .in0(in0),
        .in1(in1),
        .in2(in2),
        .in3(in3),
        .sel(sel[1:2]),
        .Z(bus1)
    );
    mux4to1_32bit MUX_BUS2 (
        .in0(in4),
        .in1(in5),
        .in2(in6),
        .in3(in7),
        .sel(sel[1:2]),
        .Z(bus2)
    );
    mux2to1_32bit MUX_OUT (
        .X(bus1),
        .Y(bus2),
        .sel(sel[0]),
        .Z(Z)
    );
endmodule
module mux16to1_32bit(in0,in1,in2,in3,in4,in5,in6,in7,in8,in9,in10,in11,in12,in13,in14,in15,sel,Z);
    parameter WIDTH=32;
    parameter SEL=4;
    input [0:(WIDTH-1)] in0,in1,in2,in3,in4,in5,in6,in7,in8,in9,in10,in11,in12,in13,in14,in15;
    input [0:(SEL-1)] sel;
    output [0:(WIDTH-1)] Z;
    wire [0:(WIDTH-1)] bus1;
    wire [0:(WIDTH-1)] bus2;
    mux8to1_32bit MUX_BUS1 (
        .in0(in0),
        .in1(in1),
        .in2(in2),
        .in3(in3),
        .in4(in4),
        .in5(in5),
        .in6(in6),
        .in7(in7),
        .sel(sel[1:3]),
        .Z(bus1)
    );
    mux8to1_32bit MUX_BUS2 (
        .in0(in8),
        .in1(in9),
        .in2(in10),
        .in3(in11),
        .in4(in12),
        .in5(in13),
        .in6(in14),
        .in7(in15),
        .sel(sel[1:3]),
        .Z(bus2)
    );
    mux2to1_32bit MUX_OUT (
        .X(bus1),
        .Y(bus2),
        .sel(sel[0]),
        .Z(Z)
    );
endmodule
module mux32to1_32bit(in0,in1,in2,in3,in4,in5,in6,in7,in8,
                    in9,in10,in11,in12,in13,in14,in15,
                    in16,in17,in18,in19,in20,in21,in22,in23,in24,
                    in25,in26,in27,in28,in29,in30,in31,
                    sel,Z);
    parameter WIDTH=32;
    parameter SEL=5;
    input [0:(WIDTH-1)] in0,in1,in2,in3,in4,in5,in6,in7,in8,in9,in10,in11,in12,in13,in14,in15,in16,in17,in18,in19,in20,in21,in22,in23,in24,in25,in26,in27,in28,in29,in30,in31;
    input [0:(SEL-1)] sel;
    output [0:(WIDTH-1)] Z;
    wire [0:(WIDTH-1)] bus1;
    wire [0:(WIDTH-1)] bus2;
    mux16to1_32bit MUX_BUS1 (
        .in0(in0),
        .in1(in1),
        .in2(in2),
        .in3(in3),
        .in4(in4),
        .in5(in5),
        .in6(in6),
        .in7(in7),
        .in8(in8),
        .in9(in9),
        .in10(in10),
        .in11(in11),
        .in12(in12),
        .in13(in13),
        .in14(in14),
        .in15(in15),
        .sel(sel[1:4]),
        .Z(bus1)
    );
    mux16to1_32bit MUX_BUS2 (
        .in0(in16),
        .in1(in17),
        .in2(in18),
        .in3(in19),
        .in4(in20),
        .in5(in21),
        .in6(in22),
        .in7(in23),
        .in8(in24),
        .in9(in25),
        .in10(in26),
        .in11(in27),
        .in12(in28),
        .in13(in29),
        .in14(in30),
        .in15(in31),
        .sel(sel[1:4]),
        .Z(bus2)
    );
    mux2to1_32bit MUX_OUT (
        .X(bus1),
        .Y(bus2),
        .sel(sel[0]),
        .Z(Z)
    );
endmodule
module decoder_2to4(x, en, z);
    input [0:1] x;  
    input en;
    output [0:3] z;  
    assign z[0] = (en & ~x[1] & ~x[0]);
    assign z[1] = (en &  x[1] & ~x[0]);
    assign z[2] = (en & ~x[1] &  x[0]);
    assign z[3] = (en &  x[1] &  x[0]);
endmodule
module decoder_3to8(x, en, z);
    input [0:2] x;  
    input en;
    output [0:7] z;  
    wire not_x0;
    wire x0;
    assign not_x0 = ~ x[0] & en;
    assign x0 = x[0] & en;
    decoder_2to4 DECODER_1(x[1:2], not_x0, z[0:3]);
    decoder_2to4 DECODER_2(x[1:2], x0, z[4:7]);
endmodule
module decoder_5to32(x, en, z);
    input [0:4] x;  
    input en;
    output [0:31] z;  
    wire [0:3] enable;  
    decoder_2to4 GENERATE_ENABLE(x[0:1], en, enable[0:3]);
    decoder_3to8 DECODE_BYTE_0(x[2:4], enable[0], z[0:7]);
    decoder_3to8 DECODE_BYTE_1(x[2:4], enable[1], z[8:15]);
    decoder_3to8 DECODE_BYTE_2(x[2:4], enable[2], z[16:23]);
    decoder_3to8 DECODE_BYTE_3(x[2:4], enable[3], z[24:31]);
endmodule
module decoder_4to16(x, en, z);
    input [0:3] x;  
    input en;
    output [0:15] z;  
    wire enable_low;
    assign enable_low = en & (~x[0]);
    wire enable_high;
    assign enable_high = en & x[0];
    decoder_3to8 DECODE_BYTE_0(x[1:3], enable_low, z[0:7]);
    decoder_3to8 DECODE_BYTE_1(x[1:3], enable_high, z[8:15]);
endmodule
module dff(data, clk, reset, q);
    input data, clk, reset;
    output q;
    reg q;
    always @ (posedge clk)
    if (~reset) begin
        q <= 1'b0;
    end
    else begin
        q <= data;
    end
endmodule
module register1(inData, clk, writeEnable, reset, outData);
    input inData, clk, writeEnable,reset;
    output outData;
    wire ffOut;
    wire muxOut;
    mux_1 CHECK_WRITE(ffOut, inData, writeEnable, muxOut);
    dff STORE_DATA(muxOut, clk, reset, ffOut);
    assign outData = ffOut;
endmodule
module register32(inData,clk,writeEnable,reset,outData);
    input clk,writeEnable,reset;
    input [0:31] inData;
    output [0:31] outData;
    parameter WIDTH=32;
    genvar i;
    generate
        for (i=0; i<32; i=i+1) begin: REG_32BIT  
            register1 REGISTER1 (
                .inData(inData[i]),
                .clk(clk),
                .writeEnable(writeEnable),
                .reset(reset),
                .outData(outData[i]));
        end
    endgenerate
endmodule
module register_file(
    rd,  
    ra,  
    rb,  
    busW,  
    clk,  
    writeEnable,  
    reset,  
    busA,  
    busB  
    );
    input [0:4] rd, ra, rb;
    input [0:31] busW;
    input clk, writeEnable, reset;
    output [0:31] busA, busB;
    wire [0:31] reg_out[0:31];
    wire [0:31] reg_we;
    decoder_5to32 DECODE_REG_WRITE (rd, writeEnable, reg_we);
    genvar i;
    generate
        for (i=0; i<32; i=i+1) begin: REGISTER_FILE_32
            register32 REGISTER32 (
                .inData(busW),
                .clk(clk),
                .writeEnable(reg_we[i]),
                .reset(reset),
                .outData(reg_out[i]));
        end
    endgenerate
    mux32to1_32bit MUX_A (
        reg_out[0], reg_out[1], reg_out[2], reg_out[3],
        reg_out[4], reg_out[5], reg_out[6], reg_out[7],
        reg_out[8], reg_out[9], reg_out[10], reg_out[11],
        reg_out[12], reg_out[13], reg_out[14], reg_out[15],
        reg_out[16], reg_out[17], reg_out[18], reg_out[19],
        reg_out[20], reg_out[21], reg_out[22], reg_out[23],
        reg_out[24], reg_out[25], reg_out[26], reg_out[27],
        reg_out[28], reg_out[29], reg_out[30], reg_out[31],
        ra,
        busA
    );
    mux32to1_32bit MUX_B (
        reg_out[0], reg_out[1], reg_out[2], reg_out[3],
        reg_out[4], reg_out[5], reg_out[6], reg_out[7],
        reg_out[8], reg_out[9], reg_out[10], reg_out[11],
        reg_out[12], reg_out[13], reg_out[14], reg_out[15],
        reg_out[16], reg_out[17], reg_out[18], reg_out[19],
        reg_out[20], reg_out[21], reg_out[22], reg_out[23],
        reg_out[24], reg_out[25], reg_out[26], reg_out[27],
        reg_out[28], reg_out[29], reg_out[30], reg_out[31],
        rb,
        busB
    );
endmodule
</file>
<file path="/design/flow/run.sh">
#!/bin/bash
# OpenROAD 26Q1-2900-gdf79404cd8, Yosys 0.63+post, stock flow scripts
make -C /OpenROAD-flow-scripts/flow DESIGN_CONFIG=/design/flow/config.mk WORK_HOME=/design/flow/orfs finish
</file>
<file path="/design/flow/config.mk">
export PLATFORM = sky130hd
export DESIGN_NAME = register_file
export DESIGN_NICKNAME = register_file
export VERILOG_FILES = /design/flow/design.v
export SDC_FILE = /design/flow/constraint.sdc
export NUM_CORES = 4
export LEC_CHECK = 1
export CORE_UTILIZATION = 40
</file>
<file path="/design/flow/constraint.sdc">
current_design register_file

set clk_period 7.8
set clk_io_pct 0.2

create_clock -name clk0 -period $clk_period [get_ports {clk}]

set non_clock_inputs [all_inputs -no_clocks]
set_input_delay [expr $clk_period * $clk_io_pct] -clock clk0 $non_clock_inputs
set_output_delay [expr $clk_period * $clk_io_pct] -clock clk0 [all_outputs]
</file>
==> run notes <==
The synthesis and place-and-route flow finished, so here is a summary.

The async set-reset flop share out of synthesis is 0%. The final weighted congestion recorded by global placement is 0.941. At the floorplan stage, the core utilization is reported as between 40% and 50%. The core region is 138000 µm². The maximum number of pins on one net before global-route repair came out at roughly 190. The wire length of the first global-routing pass came out at 336000 µm. The switching power total came out at about 3.2 mW.

The clock tree skew after final layout came out at 0 ps. In this run the tool buffered the top-level ports with 113 buffer cells. The average size of a mapped cell is about 8 µm².

The number of hold violations in the final report is 0. The flip-flop and latch count after synthesis is ~1000. The area fraction in mux cells came out at a little under a fifth. For this run, the number of Yosys warnings is 2. The mean number of vias per cell came out at just under 6.

The final worst-path cycle share is around 83%. The largest stage delay on the critical path came out at roughly 800 ps. The global route total overflow is 0.

sky130_fd_sc_hd__dfxtp_1 takes more of the synthesized area than any other cell. The worst path needs ~6400 ps of the cycle, external delays included. The cell-mix breakdown from Yosys lists the simple-gate area share as 18.5%. Looking at the clock tree report, the root buffer type is sky130_fd_sc_hd__clkbuf_16. The overall routing resource usage came out at between 30% and 40%. The first routing iteration left approximately 5300 violations.

The xor/xnor share of the synthesized area came out at 0%. For reference, full adder, half adder and majority cells occupy 0% of the area reported after synthesis. The number of gates resized after CTS is 0.

The type of the tightest min-delay check is flip-flop to flip-flop. The kind of start point of the critical path is an input pin. The final wirelength came out at ~230000 µm. The synthesized netlist contains 34 unique library cells.

The remaining antenna violation count after routing came out at 0. Warnings raised by the tools during the run amount to 38. The prevailing logic family in the synthesized netlist is AND-OR/OR-AND gates. The total internal power came out at roughly 9 mW.

The wire-length estimate of the detail-placed layout is roughly 130000 µm. The most frequently used library cell after synthesis is sky130_fd_sc_hd__nand2_1. The clock insertion delay at the later pin of the skew report came out at a little under 800 ps.

The data arrival time of the critical path is 4880 ps. Per the power-grid run, VDD falls by no more than 193 µV. The flow ran to the end, and the final reports show no timing, DRC or antenna violations. TritonCTS built the clock tree.

The worst relative slew slack is 32.4%. The total setup violations reported at the end of the flow came out at 0. The number of global-route vias before repair is around 48000.

The cell that appears most often on the critical path is sky130_fd_sc_hd__clkdlybuf4s50_1. Setup repair after global routing left no endpoint under its margin. The number of synthesized flops with an enable pin is 0. The number of cells after detailed placement came out at around 8400. The fraction of the core area covered by cells at the end of the flow is about 45%. Per the CTS log, the maximum H-tree level is 3. Per the synth stats, the flop cell with the highest instance count is sky130_fd_sc_hd__dfxtp_1. The smallest hold slack came out at 467 ps. The fmax is around 160 MHz. The width of the chip came out at roughly 380 µm.

The share of synthesized area in the top cell type comes to approximately 37%. From bottom edge to top edge, the die measures approximately 380 µm. The report lists the power per cell area as 196 nW/µm². In the final routed layout, each cell accounts on average for around 27 µm. CTS reports a maximum clock tree buffer depth of 3. TritonRoute reported its final design rule violation total as 0. The chip area from the yosys synthesis statistics came out at approximately 56000 µm². The commonest cells after synthesis are sky130_fd_sc_hd__nand2_1 (2271), sky130_fd_sc_hd__dfxtp_1 (1024), sky130_fd_sc_hd__mux2i_1 (1024). On the reported timing paths, the clock transition at the registers reads around 60 ps. The initial antenna violation count came out at 6. The leakage power came out at 22.2 nW. After clock tree synthesis, the setup repair step added 0 buffers. The total via count in the routed design is around 50000. The sequential fraction of the synthesis area is about 37%. The count of non-filler cells in the finished layout came out at around 8600. Per the timing report, the biggest fanout along the worst path comes to 31. The main area contributors are sky130_fd_sc_hd__dfxtp_1 (37%), sky130_fd_sc_hd__mux2i_1 (18%), sky130_fd_sc_hd__nand2_1 (15%). The fraction of final layout cells with drive strength greater than 1 is 6.50%. The number of inserted filler cells in the final layout came out at 13200.

The cell area after synthesis is around 56000 µm². The cell sequence reported for the critical path is clkdlybuf4s50_1, nor2b_4, buf_12, a22o_1, nor3_1, a31oi_1, nand3_1, clkdlybuf4s50_1. The largest individual stage delay along the critical path comes from the cell sky130_fd_sc_hd__nor2b_4. The detailed-router iteration count before antenna repair came out at 6. On the critical path the largest part of the delay comes from buffers and inverters. The number of buffer and inverter instances along the worst setup path came out at 3. The max-cap violation count came out at 0. The count of pins on the block boundary came out at between 100 and 150.

The cts-stage hold buffer count is 0. The script computed the net switching share of total power as between 20% and 30%. The share of total power in combinational logic is a little over a tenth. The site row count came out at 136. The chip area came out at about 140000 µm².

The compound-cell area share of the yosys netlist is 20.7%. The final max-slew violation count recorded for this run is 0. The data required time at the worst endpoint came out at 6240 ps. The layout overhead on the synthesized area is 10.5%.

The post-route setup TNS is 0 ps. In this run, CTS created clock tree buffers numbering between 100 and 150. The class of the most critical setup path is input pin to output pin.

Yosys stat counts around 7000 cells in the synthesized netlist. The clock drives slightly above 1000 sinks. Synthesis produced 6984 cells. The clock network power share is about 45%. The category of the worst setup path capture point is an output pin. The pin slew with the least headroom to its limit came out at slightly above 1000 ps. The share of total power in sequential cells is ~44%.
## per-layer routing
metal	track usage (%)	wire [µm]	up-vias
met2	48.0	99000	2844
met1	44.2	91500	24600
met5	0.583	65	-
li1	-	-	23200
met3	11.8	27700	756
met4	16.9	14700	10
## logic make-up after synthesis
kind of cell | count (synthesis)
flip-flops | 1024
multiplexers | 1024
buffers and inverters | 730
AND-OR/OR-AND | 1600
AND/OR/NAND/NOR | 2606
## layout make-up
type / count / area [µm²] / share of cell area (%)
multi-input combinational: 5230 / 32500 / 52.5
clock buffer: 167 / 3270 / 5.28
clock inverter: 35 / 438 / 0.707
inverter: 1 / 3.75 / 0.00606
sequential: 1024 / 20500 / 33.1
antenna: 4 / 10.0 / 0.0162
tap: 1863 / 2330 / 3.76
timing repair buffer: 292 / 2850 / 4.61
## through the flow
step	cell area (µm²)	setup WS, ps	total power, mW
after detailed placement	58200	1500	6.70
final	61900	1360	12.1
after global routing	61900	1360	12.4
after floorplan	56000	3290	6.23
after CTS	61900	1510	12.1
after global placement	58200	1460	6.69
## power by group through the flow
stage | logic, mW | clock network [mW] | registers [mW]
global route | 1.37 | 5.72 | 5.30
finish | 1.33 | 5.49 | 5.30
CTS | 1.29 | 5.52 | 5.30
## worst reg2reg max path, delay by kind of cell, from the launching register on
kind	cells	cell delay, ps
flops	1	370
compound gates	1	220
simple gates	1	70
## layout by cell type, fill, tap and decap left out, types with 3 or more instances in the layout
cell type,n
sky130_fd_sc_hd__clkbuf_16,114
sky130_fd_sc_hd__mux2i_1,1024
sky130_fd_sc_hd__buf_8,3
sky130_fd_sc_hd__nor2_1,5
sky130_fd_sc_hd__clkbuf_8,22
sky130_fd_sc_hd__clkdlybuf4s50_1,110
sky130_fd_sc_hd__clkbuf_1,31
sky130_fd_sc_hd__a21boi_1,292
sky130_fd_sc_hd__a21oi_1,192
sky130_fd_sc_hd__nor2b_1,4
sky130_fd_sc_hd__nor2b_4,6
sky130_fd_sc_hd__dfxtp_1,1024
sky130_fd_sc_hd__nand2_1,2245
sky130_fd_sc_hd__nand2b_1,5
sky130_fd_sc_hd__diode_2,4
sky130_fd_sc_hd__nor2_4,23
sky130_fd_sc_hd__bufinv_16,7
sky130_fd_sc_hd__nand2b_2,4
sky130_fd_sc_hd__a21boi_0,732
sky130_fd_sc_hd__a22oi_1,192
sky130_fd_sc_hd__nand3_1,193
sky130_fd_sc_hd__nor3_4,7
sky130_fd_sc_hd__a22o_1,128
sky130_fd_sc_hd__a31oi_1,64
sky130_fd_sc_hd__clkinv_2,20
sky130_fd_sc_hd__buf_4,150
sky130_fd_sc_hd__nor3_1,66
sky130_fd_sc_hd__nand3_2,8
sky130_fd_sc_hd__buf_12,29
sky130_fd_sc_hd__nand2_2,26
## worst paths after layout
path,from,slack (ps),cells past startpoint,to
max,rb[2],1360,8,busB[27]
min,flip-flop,470,2,flip-flop
max reg2reg,flip-flop,7050,2,flip-flop
min reg2reg,flip-flop,470,2,flip-flop
No activity file was given, so power comes from the tool's default toggle rates.
