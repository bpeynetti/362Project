===== ./config.mk =====
export PLATFORM = sky130hd
export DESIGN_NAME = register_file_fp
export DESIGN_NICKNAME = register_file_fp
export VERILOG_FILES = /design/flow/design.v
export SDC_FILE = /design/flow/constraint.sdc
export NUM_CORES = 4
export LEC_CHECK = 1
export CORE_UTILIZATION = 30

===== ./constraint.sdc =====
current_design register_file_fp

set clk_period 14.1
set clk_io_pct 0.2

create_clock -name clk0 -period $clk_period [get_ports {clk}]

set non_clock_inputs [all_inputs -no_clocks]
set_input_delay [expr $clk_period * $clk_io_pct] -clock clk0 $non_clock_inputs
set_output_delay [expr $clk_period * $clk_io_pct] -clock clk0 [all_outputs]

===== ./design.v =====
module mux_1(x,y,sel,z);
    input x,y,sel;
    output z;
    assign z = x&(~sel) | y&sel;
endmodule
module mux2to1_5bit(X,Y,sel,Z);
    parameter WIDTH=5;
    input [0:(WIDTH-1)] X, Y;
    input sel;
    output [0:(WIDTH-1)] Z;
    genvar i;
    generate
        for (i=0; i<WIDTH; i=i+1) begin: MUX2TO1_32BIT
            mux_1 MUX (
                .x(X[i]),
                .y(Y[i]),
                .sel(sel),
                .z(Z[i]));
        end
    endgenerate
endmodule
module mux2to1_32bit(X,Y,sel,Z);
    parameter WIDTH=32;
    input [0:(WIDTH-1)] X, Y;
    input sel;
    output [0:(WIDTH-1)] Z;
    genvar i;
    generate
        for (i=0; i<WIDTH; i=i+1) begin: MUX2TO1_32BIT
            mux_1 MUX (
                .x(X[i]),
                .y(Y[i]),
                .sel(sel),
                .z(Z[i]));
        end
    endgenerate
endmodule
module mux4to1_32bit(in0,in1,in2,in3,sel,Z);
    parameter WIDTH=32;
    parameter SEL=2;
    input [0:(WIDTH-1)] in0,in1,in2,in3;
    input [0:(SEL-1)] sel;
    output [0:(WIDTH-1)] Z;
    wire [0:(WIDTH-1)] bus1;
    wire [0:(WIDTH-1)] bus2;
    mux2to1_32bit MUX_BUS1 (
        .X(in0),
        .Y(in1),
        .sel(sel[1]),
        .Z(bus1)
    );
    mux2to1_32bit MUX_BUS2 (
        .X(in2),
        .Y(in3),
        .sel(sel[1]),
        .Z(bus2)
    );
    mux2to1_32bit MUX_OUT (
        .X(bus1),
        .Y(bus2),
        .sel(sel[0]),
        .Z(Z)
    );
endmodule
module mux8to1_32bit(in0,in1,in2,in3,in4,in5,in6,in7,sel,Z);
    parameter WIDTH=32;
    parameter SEL=3;
    input [0:(WIDTH-1)] in0,in1,in2,in3,in4,in5,in6,in7;
    input [0:(SEL-1)] sel;
    output [0:(WIDTH-1)] Z;
    wire [0:(WIDTH-1)] bus1;
    wire [0:(WIDTH-1)] bus2;
    mux4to1_32bit MUX_BUS1 (
        .in0(in0),
        .in1(in1),
        .in2(in2),
        .in3(in3),
        .sel(sel[1:2]),
        .Z(bus1)
    );
    mux4to1_32bit MUX_BUS2 (
        .in0(in4),
        .in1(in5),
        .in2(in6),
        .in3(in7),
        .sel(sel[1:2]),
        .Z(bus2)
    );
    mux2to1_32bit MUX_OUT (
        .X(bus1),
        .Y(bus2),
        .sel(sel[0]),
        .Z(Z)
    );
endmodule
module mux16to1_32bit(in0,in1,in2,in3,in4,in5,in6,in7,in8,in9,in10,in11,in12,in13,in14,in15,sel,Z);
    parameter WIDTH=32;
    parameter SEL=4;
    input [0:(WIDTH-1)] in0,in1,in2,in3,in4,in5,in6,in7,in8,in9,in10,in11,in12,in13,in14,in15;
    input [0:(SEL-1)] sel;
    output [0:(WIDTH-1)] Z;
    wire [0:(WIDTH-1)] bus1;
    wire [0:(WIDTH-1)] bus2;
    mux8to1_32bit MUX_BUS1 (
        .in0(in0),
        .in1(in1),
        .in2(in2),
        .in3(in3),
        .in4(in4),
        .in5(in5),
        .in6(in6),
        .in7(in7),
        .sel(sel[1:3]),
        .Z(bus1)
    );
    mux8to1_32bit MUX_BUS2 (
        .in0(in8),
        .in1(in9),
        .in2(in10),
        .in3(in11),
        .in4(in12),
        .in5(in13),
        .in6(in14),
        .in7(in15),
        .sel(sel[1:3]),
        .Z(bus2)
    );
    mux2to1_32bit MUX_OUT (
        .X(bus1),
        .Y(bus2),
        .sel(sel[0]),
        .Z(Z)
    );
endmodule
module mux32to1_32bit(in0,in1,in2,in3,in4,in5,in6,in7,in8,
                    in9,in10,in11,in12,in13,in14,in15,
                    in16,in17,in18,in19,in20,in21,in22,in23,in24,
                    in25,in26,in27,in28,in29,in30,in31,
                    sel,Z);
    parameter WIDTH=32;
    parameter SEL=5;
    input [0:(WIDTH-1)] in0,in1,in2,in3,in4,in5,in6,in7,in8,in9,in10,in11,in12,in13,in14,in15,in16,in17,in18,in19,in20,in21,in22,in23,in24,in25,in26,in27,in28,in29,in30,in31;
    input [0:(SEL-1)] sel;
    output [0:(WIDTH-1)] Z;
    wire [0:(WIDTH-1)] bus1;
    wire [0:(WIDTH-1)] bus2;
    mux16to1_32bit MUX_BUS1 (
        .in0(in0),
        .in1(in1),
        .in2(in2),
        .in3(in3),
        .in4(in4),
        .in5(in5),
        .in6(in6),
        .in7(in7),
        .in8(in8),
        .in9(in9),
        .in10(in10),
        .in11(in11),
        .in12(in12),
        .in13(in13),
        .in14(in14),
        .in15(in15),
        .sel(sel[1:4]),
        .Z(bus1)
    );
    mux16to1_32bit MUX_BUS2 (
        .in0(in16),
        .in1(in17),
        .in2(in18),
        .in3(in19),
        .in4(in20),
        .in5(in21),
        .in6(in22),
        .in7(in23),
        .in8(in24),
        .in9(in25),
        .in10(in26),
        .in11(in27),
        .in12(in28),
        .in13(in29),
        .in14(in30),
        .in15(in31),
        .sel(sel[1:4]),
        .Z(bus2)
    );
    mux2to1_32bit MUX_OUT (
        .X(bus1),
        .Y(bus2),
        .sel(sel[0]),
        .Z(Z)
    );
endmodule
module decoder_2to4(x, en, z);
    input [0:1] x;  
    input en;
    output [0:3] z;  
    assign z[0] = (en & ~x[1] & ~x[0]);
    assign z[1] = (en &  x[1] & ~x[0]);
    assign z[2] = (en & ~x[1] &  x[0]);
    assign z[3] = (en &  x[1] &  x[0]);
endmodule
module decoder_3to8(x, en, z);
    input [0:2] x;  
    input en;
    output [0:7] z;  
    wire not_x0;
    wire x0;
    assign not_x0 = ~ x[0] & en;
    assign x0 = x[0] & en;
    decoder_2to4 DECODER_1(x[1:2], not_x0, z[0:3]);
    decoder_2to4 DECODER_2(x[1:2], x0, z[4:7]);
endmodule
module decoder_5to32(x, en, z);
    input [0:4] x;  
    input en;
    output [0:31] z;  
    wire [0:3] enable;  
    decoder_2to4 GENERATE_ENABLE(x[0:1], en, enable[0:3]);
    decoder_3to8 DECODE_BYTE_0(x[2:4], enable[0], z[0:7]);
    decoder_3to8 DECODE_BYTE_1(x[2:4], enable[1], z[8:15]);
    decoder_3to8 DECODE_BYTE_2(x[2:4], enable[2], z[16:23]);
    decoder_3to8 DECODE_BYTE_3(x[2:4], enable[3], z[24:31]);
endmodule
module decoder_4to16(x, en, z);
    input [0:3] x;  
    input en;
    output [0:15] z;  
    wire enable_low;
    assign enable_low = en & (~x[0]);
    wire enable_high;
    assign enable_high = en & x[0];
    decoder_3to8 DECODE_BYTE_0(x[1:3], enable_low, z[0:7]);
    decoder_3to8 DECODE_BYTE_1(x[1:3], enable_high, z[8:15]);
endmodule
module dff(data, clk, reset, q);
    input data, clk, reset;
    output q;
    reg q;
    always @ (posedge clk)
    if (~reset) begin
        q <= 1'b0;
    end
    else begin
        q <= data;
    end
endmodule
module register1(inData, clk, writeEnable, reset, outData);
    input inData, clk, writeEnable,reset;
    output outData;
    wire ffOut;
    wire muxOut;
    mux_1 CHECK_WRITE(ffOut, inData, writeEnable, muxOut);
    dff STORE_DATA(muxOut, clk, reset, ffOut);
    assign outData = ffOut;
endmodule
module register32(inData,clk,writeEnable,reset,outData);
    input clk,writeEnable,reset;
    input [0:31] inData;
    output [0:31] outData;
    parameter WIDTH=32;
    genvar i;
    generate
        for (i=0; i<32; i=i+1) begin: REG_32BIT  
            register1 REGISTER1 (
                .inData(inData[i]),
                .clk(clk),
                .writeEnable(writeEnable),
                .reset(reset),
                .outData(outData[i]));
        end
    endgenerate
endmodule
module register_file_fp(
    rd,  
    ra,  
    rb,  
    busW,  
    bit_64,  
    clk,  
    writeEnable,  
    reset,  
    busA,  
    busB  
    );
    input [0:4] rd, ra, rb;
    input [0:63] busW;
    input bit_64;
    input clk, writeEnable, reset;
    output [0:31] busA, busB;
    wire [0:31] reg_out[0:31];
    wire [0:31] reg32_we, reg_we;
    wire [0:15] reg64_we;
    wire [0:31] busW_even, busW_odd;
    assign busW_odd = busW[32:63];
    mux2to1_32bit CHOOSE_EVEN_BUSW(
    	.X(busW[32:63]),
    	.Y(busW[0:31]),
    	.sel(bit_64),
    	.Z(busW_even)
    );
    decoder_5to32 DECODE_32BIT (rd, writeEnable, reg32_we);
    decoder_4to16 DECODE_64BIT (rd[0:3], writeEnable, reg64_we);
    genvar i;
    genvar j;
    genvar k;
    generate
    	for (i=0;i<32; i=i+1) begin: MUX_WE
    		mux_1 CHOOSE_WRITE_ENABLE (
    			.x(reg32_we[i]),
    			.y(reg64_we[i/2]),
    			.sel(bit_64),
    			.z(reg_we[i])
    		);
    	end
    endgenerate
    generate
        for (j=0; j<32; j=j+2) begin: REGISTER_FILE_EVEN
            register32 REGISTER32_EVEN (
                .inData(busW_even),
                .clk(clk),
                .writeEnable(reg_we[j]),
                .reset(reset),
                .outData(reg_out[j]));
        end
    endgenerate
    generate
        for (k=1; k<32; k=k+2) begin: REGISTER_FILE_ODD
            register32 REGISTER32_ODD (
                .inData(busW_odd),
                .clk(clk),
                .writeEnable(reg_we[k]),
                .reset(reset),
                .outData(reg_out[k]));
        end
    endgenerate
    mux32to1_32bit MUX_A (
        reg_out[0], reg_out[1], reg_out[2], reg_out[3],
        reg_out[4], reg_out[5], reg_out[6], reg_out[7],
        reg_out[8], reg_out[9], reg_out[10], reg_out[11],
        reg_out[12], reg_out[13], reg_out[14], reg_out[15],
        reg_out[16], reg_out[17], reg_out[18], reg_out[19],
        reg_out[20], reg_out[21], reg_out[22], reg_out[23],
        reg_out[24], reg_out[25], reg_out[26], reg_out[27],
        reg_out[28], reg_out[29], reg_out[30], reg_out[31],
        ra,
        busA
    );
    mux32to1_32bit MUX_B (
        reg_out[0], reg_out[1], reg_out[2], reg_out[3],
        reg_out[4], reg_out[5], reg_out[6], reg_out[7],
        reg_out[8], reg_out[9], reg_out[10], reg_out[11],
        reg_out[12], reg_out[13], reg_out[14], reg_out[15],
        reg_out[16], reg_out[17], reg_out[18], reg_out[19],
        reg_out[20], reg_out[21], reg_out[22], reg_out[23],
        reg_out[24], reg_out[25], reg_out[26], reg_out[27],
        reg_out[28], reg_out[29], reg_out[30], reg_out[31],
        rb,
        busB
    );
endmodule

===== ./run.sh =====
#!/bin/bash
# OpenROAD 26Q1-2900-gdf79404cd8, Yosys 0.63+post, stock flow scripts
make -C /OpenROAD-flow-scripts/flow DESIGN_CONFIG=/design/flow/config.mk WORK_HOME=/design/flow/orfs finish

==> CHANGELOG.md <==
### Changed

- Outcome: finished clean
- Yosys stat cell total: about 6,500
- Worst-path fanout max: 34
- Main synth FF type: dfxtp_1
- Synth Instances: 6,480
- Synth async-reset ratio: 0
- Count of library flops with an enable pin: 0
- Root Buffer Master: clkbuf_16
- CORE AREA: around 0.18 mm^2
- GRT Overall Usage: 0.2385
- FP Core Util: 0.3025
- Num CTS Buffers: 109
- Worst hold margin: between 0.4 and 0.5 ns
- Later-pin clock latency in the skew report: 0.76 ns
- Slew Limit Fails: 0
- Log Warnings: 32
- Slowest stage delay, CP: roughly 0.63 ns
- CTS tree: yes
- Cts hold-fix bufs: 0
- Worst clock skew: 0 ns
- Worst Max-Slew Pin Slew: 1.045 ns
- Post-route cell area: slightly above 0.06 mm^2
- First-pass GRT wire length: 321,600 um
- Largest net degree at the start of global routing: between 150 and 200
- Reg clk slew, reported paths: approximately 0.060 ns
- Synth Cell Area: roughly 0.056 mm^2
- Maximum VDD drop: about 0.11 mV
- Vias in the first global route: between 40,000 and 50,000
- Gpl congestion: about 0.94
- Max-Cap Viols: 0
- Area Growth Syn to Fin: 12.34%
- Die width: approximately 430 um
- Cell count after placement: around 8,500
- Area share, top type: 0.3693
- Vias per cell: roughly 5.6
- Pleak: between 20 and 30 nW
- Fin Setup TNS: 0 ns
- Crit. End Element: output port
- Final period utilization: 0.6982
- Detailed Place HPWL: 133,600 um
- Critical path cell sequence: clkdlybuf4s50_1 > and2_4 > buf_4 > buf_4 > a22o_1 > nor3_1 > a31oi_1 > nand3_1 > clkdlybuf4s50_1
- Slowest-stage cell, CP: buf_4
- I/O pin cnt: ~150
- Post-synthesis cell type count: 35
- P per Cell Area: 110.0 mW/mm^2
- Die height: ~430 um
- TritonCTS Sinks: roughly 1,000
- Top cells by count: 1,750 x nand2_1, 1,056 x mux2i_1, 1,024 x dfxtp_1
- Drt pass-1 iters: 6
- Tot Pwr: between 6 and 7 mW
- ANT nets after route: 0
- Final setup fails: 0
- Dpl ws: roughly 4.4 ns
- Crit path setup slack, layout: roughly 4.3 ns
- CP Data Required Time: 11.28 ns
- Die ar.: about 0.19 mm^2
- # port buffers: around 150
- Post-layout min period: approximately 9.8 ns
- Arr. time, crit path: 7.02 ns
- Post-Place Cell Area: ~0.059 mm^2
- Relative slew margins: 0.3014
- Overflow left after global routing: 0
- Setup Buffers After CTS: 0
- Fill cell count: between 15,000 and 20,000
- Final Hold Vio Count: 0
- Fmax: 0.1016 GHz
- Site Rows: roughly 160
- Longest Clk Path Bufs: 3
- Via Count: between 40,000 and 50,000
- Residual DRC: 0
- Kind of critical path: input pin to output port
- Detailed Route WL: between 200,000 and 250,000 um
- DR iter-0 viols: between 4,000 and 5,000
- Post-synth top area cell: dfxtp_1
- Syn Area/Cell: between 8 and 9 um^2
- RSZ-0062 raised after global routing: false
- Chip area line of the yosys report: approximately 0.056 mm^2
- Startpoint Class: input pin
- Initial antenna violation count: 17
- Share of cells above drive strength 1: 0.06925
- CTS-repair resized insts: 0
- Util after Layout: 0.3399
- Wire per inst: approximately 26 um
- Sequential fraction of the synthesis area: 0.3693
- Final cell count without fillers: a little under 9,000
- Top-count cell post-synth: nand2_1
- Synth warnings: 2
- Post-synth regs: between 1,000 and 1,500
- HP Class: register to register
- Top cells by area: dfxtp_1 37%, mux2i_1 19%, nand2_1 12%
- H-tree Lvls: 3
[area by class of cell]
cell class / count / area (um^2) / share of cell area
sequential: 1024 / 20500 / 0.3287
multi-input combinational: 4731 / 32000 / 0.5132
timing repair buffer: 327 / 2980 / 0.04779
tap: 2464 / 3083 / 0.04944
antenna: 13 / 32.53 / 0.0005217
clock inverter: 44 / 531.8 / 0.008528
clock buffer: 156 / 3227 / 0.05175
[cell usage in the layout, fill, tap and decap left out, types with 12 or more instances in the layout]
master           instances
nand2_1               1732
mux2i_1               1056
dfxtp_1               1024
o211a_1                512
a21boi_0               370
nand3_1                193
a22oi_1                192
a21oi_1                192
buf_4                  169
a21boi_1               142
clkdlybuf4s50_1        142
a22o_1                 128
clkbuf_16              111
nor3_1                  65
a31oi_1                 64
nor2_4                  34
clkbuf_8                28
clkinv_2                25
nand2_2                 19
clkbuf_1                17
diode_2                 13
buf_12                  12
[routing by layer]
metal,wire (um),global-route usage,share of wire,vias to the layer above
met5,71,0.001561,0.00032,-
met4,16170,0.1425,0.072,12
met3,20390,0.05829,0.091,663
met2,99910,0.3657,0.45,2451
met1,86830,0.3063,0.39,24036
li1,-,-,-,22296
[critical path: cells and delay by family]
kind	cells	cell delay (ns)
buffers and inverters	4	2.38
AND/OR/NAND/NOR	3	1.17
AND-OR/OR-AND	2	0.57
[final timing paths]
check             startpoint  endpoint  slack (ns)  depth (start not counted)
hold / removal      register  register        0.47                          2
hold reg to reg     register  register        0.47                          2
setup reg to reg    register  register       13.33                          2
setup / recovery       rb[2]  busB[28]        4.26                          9
[cells by family (layout without fill, tap and decap cells)]
| logic type | Yosys count | in the layout | synth area share |
|---|---|---|---|
| other | 0 | 13 | 0 |
| buffers and inverters | 725 | 527 | 0.05919 |
| DFF | 1024 | 1024 | 0.3693 |
| and+or+nand+nor | 2072 | 2072 | 0.1485 |
| muxes | 1056 | 1056 | 0.1904 |
| AOI/OAI and AO/OA | 1603 | 1603 | 0.2325 |
[power breakdown]
group / leakage (nW) / switching [mW] / total (mW) / internal, mW
combinational: 18.9 / 0.554 / 0.851 / 0.297
sequential: 8.27 / 0.0310 / 2.97 / 2.94
clock: 1.87 / 1.29 / 3.04 / 1.76
Power and IR drop assume default switching activity.
